### config.mk
export PLATFORM = sky130hd
export DESIGN_NAME = CONV
export DESIGN_NICKNAME = CONV
export VERILOG_FILES = /design/flow/design.v
export SDC_FILE = /design/flow/constraint.sdc
export NUM_CORES = 4
export LEC_CHECK = 1
export CORE_UTILIZATION = 40
### constraint.sdc
current_design CONV

set clk_period 24.5
set clk_io_pct 0.2

create_clock -name clk0 -period $clk_period [get_ports {clk}]

set non_clock_inputs [all_inputs -no_clocks]
set_input_delay [expr $clk_period * $clk_io_pct] -clock clk0 $non_clock_inputs
set_output_delay [expr $clk_period * $clk_io_pct] -clock clk0 [all_outputs]
### design.v
module CONV(
	input 	clk, 
	input 	reset, 
	output reg busy,
	input 	ready, 
	output 	[11:0] iaddr, 
	input	[19:0] idata,
	output 	reg cwr,
	output 	reg [11:0] caddr_wr,
	output 	reg [19:0] cdata_wr,
	output 	reg crd,
	output 	reg [11:0] caddr_rd,
	input 	[19:0] cdata_rd, 
	output reg [2:0] csel
	);
integer i;
enum reg [3:0] {IDLE, LOAD_CONV_0, STORE_M0, LOAD_CONV_1, STORE_M1,  
				MAX_POOLING_LOAD_0, MAX_POOLING_STORE_0, MAX_POOLING_LOAD_1, MAX_POOLING_STORE_1,  
				FLATTEN_LOAD_0, FLATTEN_LOAD_1, FLATTEN_STORE_0, FLATTEN_STORE_1} cstate, nstate;  
reg signed [19:0] kernel [8:0];
reg signed [19:0] kernel_mult_wire;
reg signed [19:0] bias; 
reg signed [38:0] bias_39;
reg [3:0] window_counter; 
reg [11:0] center_counter; 
reg signed [12:0] center_addr, index_square_move;  
reg signed [19:0] image;   
wire signed [38:0] conv_mult_intermediate;  
wire signed [38:0] conv_result_1;  
reg signed [39:0] conv_result;  
wire signed [19:0] conv_result_temp;
wire signed [19:0] conv_result_relu;
reg [9:0] max_pooling_addr_counter; 
reg signed [19:0] max_temp; 
reg mem_rd_delay; 
always_ff @(posedge clk or posedge reset)
	if(reset)
		cstate <= IDLE; 
	else 
		cstate <= nstate; 
always_comb begin
	case(cstate)  
		IDLE: 
			nstate = (busy) ? LOAD_CONV_0 : IDLE;
		LOAD_CONV_0: 
			nstate = (window_counter == 9) ? STORE_M0 : LOAD_CONV_0; 
		STORE_M0:
			nstate = LOAD_CONV_1;
		LOAD_CONV_1: 
			nstate = (window_counter == 9) ? STORE_M1 : LOAD_CONV_1; 
		STORE_M1:  
			nstate = (center_counter == 4095) ?  MAX_POOLING_LOAD_0 : LOAD_CONV_0;
		MAX_POOLING_LOAD_0:
			nstate = (window_counter == 4) ? MAX_POOLING_STORE_0 : MAX_POOLING_LOAD_0; 
		MAX_POOLING_STORE_0: 
			nstate = MAX_POOLING_LOAD_1; 
		MAX_POOLING_LOAD_1:
			nstate = (window_counter == 4) ? MAX_POOLING_STORE_1 : MAX_POOLING_LOAD_1; 
		MAX_POOLING_STORE_1: 
			nstate = (max_pooling_addr_counter == 1023) ?  FLATTEN_LOAD_0 : MAX_POOLING_LOAD_0;
		FLATTEN_LOAD_0:
			nstate = mem_rd_delay ? FLATTEN_STORE_0 : FLATTEN_LOAD_0; 
		FLATTEN_STORE_0:
			nstate =  FLATTEN_LOAD_1;
		FLATTEN_LOAD_1:
			nstate = mem_rd_delay ? FLATTEN_STORE_1 : FLATTEN_LOAD_1; 
		FLATTEN_STORE_1:
			nstate = (center_counter == 2047) ? IDLE : FLATTEN_LOAD_0;
		default: 
			nstate = IDLE; 
	endcase
end
always @(*) begin
	case(cstate)
		LOAD_CONV_0: 
			begin
				kernel[0] = 20'h0A89E;
				kernel[1] = 20'h092D5;
				kernel[2] = 20'h06D43;
				kernel[3] = 20'h01004;
				kernel[4] = 20'hF8F71;
				kernel[5] = 20'hF6E54;
				kernel[6] = 20'hFA6D7;
				kernel[7] = 20'hFC834;
				kernel[8] = 20'hFAC19;
				bias = 20'h01310;
			end 
		LOAD_CONV_1:
			begin
				kernel[0] = 20'hFDB55;
				kernel[1] = 20'h02992;
				kernel[2] = 20'hFC994;
				kernel[3] = 20'h050FD;
				kernel[4] = 20'h02F20;
				kernel[5] = 20'h0202D;
				kernel[6] = 20'h03BD7;
				kernel[7] = 20'hFD369;
				kernel[8] = 20'h05E68;
				bias = 20'hF7295;
			end
		default
			begin
				for (i=0; i<=8; i++)
					kernel[i] = 0;
				bias = 0;
			end
	endcase
	bias_39 = {{4{bias[19]}}, bias[18:0], 16'b0};
end
always @(posedge clk or posedge reset) begin
	if(reset)
		busy <= 0; 
	else if(ready)
		busy <= 1;
	else if (nstate == IDLE)
		busy <= 0; 
end
always @(posedge clk or posedge reset) begin
	if(reset) begin 
		center_counter <= 0; 
	end else if (cstate == STORE_M1) begin
		if(center_counter == 4095)
			center_counter <= 0;  
		else
			center_counter <= center_counter + 1;
	end else if (cstate == MAX_POOLING_STORE_1) begin
		if(center_counter == 4030)
			center_counter <= 0;
		else if (center_counter[5:0] == 6'b111110)  
			center_counter <= center_counter + 66;  
		else
			center_counter <= center_counter + 2;
	end else if (cstate == FLATTEN_STORE_0 | cstate == FLATTEN_STORE_1) begin  
		center_counter <= center_counter + 1;
	end
end
always @(posedge clk or posedge reset) begin
	if(reset)
		max_pooling_addr_counter <= 0;
	else if (cstate == MAX_POOLING_STORE_1)
		max_pooling_addr_counter <= max_pooling_addr_counter + 1; 
	else if (cstate == FLATTEN_STORE_1)  
		max_pooling_addr_counter <= max_pooling_addr_counter + 1; 
end
always @(posedge clk or posedge reset) begin
	if(reset) begin 
		window_counter <= 0; 
	end else if (cstate == LOAD_CONV_0 | cstate == LOAD_CONV_1 | cstate == MAX_POOLING_LOAD_0 | cstate == MAX_POOLING_LOAD_1) begin
		window_counter <= window_counter + 1;
	end else if (cstate == STORE_M0 | cstate == STORE_M1 | cstate == MAX_POOLING_STORE_0 | cstate == MAX_POOLING_STORE_1) begin
		window_counter <= 0;
	end
end
always @(*) begin
	case (cstate)
		LOAD_CONV_0, LOAD_CONV_1:
			case(window_counter)
				0:	index_square_move = -65;
				1:	index_square_move = -64;
				2:	index_square_move = -63;
				3:	index_square_move = -1;
				4:	index_square_move = 0;	
				5:	index_square_move = 1;
				6:	index_square_move = 63;
				7:	index_square_move = 64;
				8:	index_square_move = 65;
				default: index_square_move = 0; 
			endcase
		MAX_POOLING_LOAD_0, MAX_POOLING_LOAD_1: 
			case(window_counter)
				0:	index_square_move = 0;	
				1:	index_square_move = 1;	
				2:	index_square_move = 64;
				3:	index_square_move = 65;
				default: index_square_move = 0;
			endcase
		default: 
			index_square_move = 0;
	endcase
end
assign center_addr = {1'b0, center_counter};
assign iaddr = center_addr + index_square_move; 
assign kernel_mult_wire = (window_counter < 9) ? kernel[window_counter] : 0 ;
assign conv_mult_intermediate = image * kernel_mult_wire; 
always @(*) begin
	case (center_counter)
		0: 
			case(window_counter)
				0, 1, 2, 3, 6: 
					image = 0;
				default:
					image = idata; 
			endcase
		63:
			case(window_counter)
				0, 1, 2, 5, 8: 
					image = 0;
				default:
					image = idata; 
			endcase
		4032: 
			case(window_counter)
				0, 3, 6, 7, 8: 
					image = 0;
				default:
					image = idata; 
			endcase
		4095: 
			case(window_counter)
				2, 5, 6, 7, 8: 
					image = 0;
				default:
					image = idata; 
			endcase
		default:
			if(center_counter[11:6] == 6'b0)  
				case(window_counter)
					0, 1, 2: 
						image = 0;
					default:
						image = idata; 
				endcase
			else if(center_counter[5:0] == 6'b0)  
				case(window_counter)
					0, 3, 6: 
						image = 0;
					default:
						image = idata; 
				endcase
			else if(center_counter[5:0] == 6'b111111)  
				case(window_counter)
					2, 5, 8: 
						image = 0;
					default:
						image = idata; 
				endcase
			else if(center_counter[11:6] == 6'b111111)  
				case(window_counter)
					6, 7, 8: 
						image = 0;
					default:
						image = idata; 
				endcase
			else
				image = idata;
	endcase
end
assign conv_result_1 = {conv_result[39], conv_result[37:0]};
always @(posedge clk or posedge reset) begin
	if (reset) begin
		conv_result <= 0;
	end else if (cstate == LOAD_CONV_0 || cstate == LOAD_CONV_1) begin
		if(window_counter == 9)
			conv_result <= conv_result_1 + bias_39;  
		else
			conv_result <= conv_result_1 + conv_mult_intermediate;  
	end else if (cstate == STORE_M0 || cstate == STORE_M1) begin
		conv_result <= 0;
	end
end
assign conv_result_temp = {conv_result[15] == 1} ? {conv_result[35:16] + 1} : {conv_result[35:16]};
assign conv_result_relu = {conv_result_temp[19] == 1} ? 0 : conv_result_temp;
always @(posedge clk or posedge reset) begin
	if(reset) begin
		max_temp <= 0; 
	end else if (cstate == MAX_POOLING_STORE_0 | cstate == MAX_POOLING_STORE_1) begin
		max_temp <= 0;
	end else if (cstate == MAX_POOLING_LOAD_0 | cstate == MAX_POOLING_LOAD_1) begin 
		if(cdata_rd > max_temp) begin
			max_temp <= cdata_rd;
		end
	end else if(cstate == FLATTEN_LOAD_0 | cstate == FLATTEN_LOAD_1) begin
		max_temp <= cdata_rd; 
	end 
end
always @(posedge clk or posedge reset) begin
	if (reset)
		mem_rd_delay <= 0;
	else if(cstate == FLATTEN_LOAD_0 | cstate == FLATTEN_LOAD_1)
		mem_rd_delay <= 1;
	else if(cstate == FLATTEN_STORE_0 | cstate == FLATTEN_STORE_1)
		mem_rd_delay <= 0;
end
always @(*) begin
	case (cstate) 
		STORE_M0: 
			begin
				csel = 3'b001; 
				cwr = 1;
				caddr_wr = center_counter;
				cdata_wr = conv_result_relu; 
				crd = 0;
				caddr_rd = 12'b0; 
			end
		STORE_M1: 
			begin
				csel = 3'b010; 
				cwr = 1;
				caddr_wr = center_counter;
				cdata_wr = conv_result_relu; 
				crd = 0;
				caddr_rd = 12'b0; 
			end
		MAX_POOLING_LOAD_0:
			begin
				csel = 3'b001; 
				cwr = 0;
				caddr_wr = 12'b0;
				cdata_wr = 20'b0; 
				crd = 1;
				caddr_rd = iaddr; 
			end
		MAX_POOLING_STORE_0:
			begin
				csel = 3'b011; 
				cwr = 1;
				caddr_wr = max_pooling_addr_counter;
				cdata_wr = max_temp; 
				crd = 0;
				caddr_rd = 12'b0; 
			end
		MAX_POOLING_LOAD_1:
			begin
				csel = 3'b010; 
				cwr = 0;
				caddr_wr = 12'b0;
				cdata_wr = 20'b0;
				crd = 1;
				caddr_rd = iaddr; 
			end
		MAX_POOLING_STORE_1:
			begin
				csel = 3'b100; 
				cwr = 1;
				caddr_wr = max_pooling_addr_counter;
				cdata_wr = max_temp;
				crd = 0;
				caddr_rd = 12'b0; 
			end
		FLATTEN_LOAD_0:
			begin
				csel = 3'b011; 
				cwr = 0;
				caddr_wr = 12'b0;
				cdata_wr = 20'b0;
				crd = 1;
				caddr_rd = max_pooling_addr_counter; 
			end
		FLATTEN_LOAD_1:
			begin
				csel = 3'b100;
				cwr = 0;
				caddr_wr = 12'b0;
				cdata_wr = 20'b0;
				crd = 1;
				caddr_rd = max_pooling_addr_counter; 
			end
		FLATTEN_STORE_0, FLATTEN_STORE_1: 
			begin
				csel = 3'b101; 
				cwr = 1;
				caddr_wr = center_counter;
				cdata_wr = max_temp;
				crd = 0;
				caddr_rd = 12'b0; 
			end
		default:
			begin 
				csel = 3'b000; 
				cwr = 0;
				caddr_wr = 12'b0;
				cdata_wr = 20'b0; 
				crd = 0;
				caddr_rd = 12'b0; 
			end
	endcase
end
endmodule
### run.sh
#!/bin/bash
# OpenROAD 26Q1-2900-gdf79404cd8, Yosys 0.63+post, stock flow scripts
make -C /OpenROAD-flow-scripts/flow DESIGN_CONFIG=/design/flow/config.mk WORK_HOME=/design/flow/orfs finish
==> run summary <==
Status = finished, final reports clean
Switch Pwr = 0.0758 mW
Global Route Usage Sum = 0.219
Relative slew slack = 0.389
F_max = 0.0719 GHz
IO Pins = 105
Site Rows = 88
Clock power frac = 0.454
WS Path Type = in -> reg
Max Cap Viol = 0
Hold_buf cts = 0
# Cells Yosys = 2,811
Largest net degree at the start of global routing = 52
Final Max Slew Viols = 0
Clock skew = 9.88 ps
CTS Buffer Depth = 2
Final WL = 60,000 um
Global Route met2 Usage = 0.350
Core Box Area = 0.0576 sq mm
Number of remaining DRC errors = 0
PwrDens = 12.8 mW/mm^2
Dpl hpwl = 50,500 um
Critical path startpoint category = primary input
DR pass1 iterations = 5
Most used DFF post-synth = dfrtp_1
Final setup vio count = 0
Via count = 18,836
Net Sw Frac = 0.234
RSZ-0062 raised after global routing = false
CTS HTree Levels = 3
# diodes = 0
Synth Warn # = 4
Post-CTS Resized = 0
First-pass GRT wire length = 98,900 um
Number of I/O port buffers = 104
Peak VDD IR = 0.0385 mV
Final Hold Viols = 0
CTS tree = built
Gate Count Post-Synth = 2,811
Initial Util = 0.404
CTS root buffer = clkbuf_16
Synth async-reset ratio = 1.00
Grt peak-use layer = met2
Period utilisation layout = 0.568
CTS buffer count = 9
Post-route ant nets = 0
Grt met1 use = 0.307
CTS sink cnt = 97
Yosys cell types = 81
Area grow syn2layout = 8.99%
Final instance area = 0.0254 sq mm
CP required = 24,740 ps
Fin cells = 3,608
Dpl cells = 3,593
Clock transition at the registers of the reported paths = 70 ps
Hold Path Class = reg -> reg
Leak = 12.6 nW
Mapped cell area = 0.0233 sq mm
Seq share, synth = 0.104
DR vias/cell = 5.22
GR Overflow Total = 0
Worst hold slack = 485 ps
Synthesized area per cell = 8.28 sq um
Post-CTS Setup Inserts = 0
Critical-path cell with the highest stage delay = fa_1
DIE HEIGHT = 243 um
Ys flops = 97
Wire per inst = 16.6 um
Internal power = 0.248 mW
Post-DP Area = 0.0251 sq mm
1st-iter DRT viols = 904
EDFF count, synth = 0
Fraction of layout cells with a size suffix above 1 = 0.0313
Final RePlAce weighted congestion = 0.906
Clock Latency Late Sink = 370 ps
Max incr delay on CP = 550 ps
Chip Width = 243 um
Fill cells = 5,463
Yosys chip area = 0.0233 sq mm
Grt met3 use = 0.0636
Worst Tran Pin Value = 917 ps
Initial antenna violation count = 0
Die Size = 0.0591 sq mm
CP arrival = 14,150 ps
Comb power frac = 0.051
Log Warnings = 33
Crit path max fanout = 12
Sequential share of power = 0.495
Setup_tns = 0 ps
Final Critical Period = 13,900 ps
Number of global-route vias before repair = 19,148
Crit end category = flop
[cell usage after synthesis (22+ instances only)]
| cell type | number | area [sq um] |
|---|---|---|
| fa_1 | 385 | 7710 |
| dfrtp_1 | 96 | 2400 |
| xnor2_1 | 81 | 709 |
| a22o_1 | 25 | 219 |
| a21o_1 | 50 | 375 |
| a21oi_1 | 115 | 576 |
| nor3_1 | 23 | 115 |
| nor2b_1 | 22 | 138 |
| nor2_1 | 295 | 1110 |
| ha_1 | 195 | 2440 |
| nand2_1 | 322 | 1210 |
| mux2i_1 | 27 | 270 |
| inv_1 | 551 | 2070 |
| xor2_1 | 45 | 394 |
| and2_1 | 33 | 206 |
| nand2b_1 | 22 | 138 |
| clkbuf_1 | 99 | 372 |
| nand3_1 | 34 | 170 |
| o21ai_0 | 116 | 581 |
| a31oi_1 | 23 | 144 |
[state kept, by name, summed over array words and instances (netlist names)]
| signal | cells |
|---|---|
| busy | 1 |
| center_counter | 12 |
| conv_result | 36 |
| cstate | 13 |
| max_pooling_addr_counter | 10 |
| max_temp | 20 |
| mem_rd_delay | 1 |
| window_counter | 4 |
[path summary, 6_finish.rpt]
path | endpoint | from | slack [ps] | cells after the start
worst min-delay path | cstate[0]$_DFF_PP1_ | cstate[0]$_DFF_PP1_ | 480 | 2
worst max-delay path | conv_result[35]$_DFFE_PP0P_ | idata[8] | 10600 | 39
max in group asynchronous | conv_result[24]$_DFFE_PP0P_ | reset | 18390 | 3
worst max register to register | conv_result[35]$_DFFE_PP0P_ | window_counter[0]$_DFFE_PP0P_ | 12940 | 41
min in group asynchronous | busy$_DFFE_PP0P_ | reset | 4990 | 2
worst min register to register | cstate[0]$_DFF_PP1_ | cstate[0]$_DFF_PP1_ | 480 | 2
[per-layer routing]
metal,vias to the layer above,part of all wire
li1,8926,-
met5,-,0
met1,9288,0.41
met2,532,0.49
met4,0,0.024
met3,90,0.072
[metrics by stage]
stage	worst slack, ps	power (mW)	util
3_3_place_gp	10360	0.180	0.435
2_1_floorplan	11380	0.169	-
5_1_grt	10030	0.336	0.440
6_report	10600	0.324	0.440
4_1_cts	10610	0.329	0.440
3_5_place_dp	10250	0.180	0.435
[power groups by stage]
stage	logic (mW)	clock network [mW]	registers, mW
CTS	0.0171	0.152	0.160
global route	0.0187	0.158	0.160
finish	0.0166	0.147	0.160
[layout by cell type, fill, tap and decap left out, types with 5 or more instances in the layout]
master and n:
o21a_1 13, fa_1 385, xnor2_1 81, nand3_1 34, nor3_1 23, a22oi_1 10
nand4_1 20, buf_4 34, a21oi_1 115, a221oi_1 6, xor2_1 45, or3_1 9
o21ai_0 115, a22o_1 25, o21bai_1 15, o22ai_1 12, mux2i_1 27, o31ai_1 8
o21ai_1 8, nand2b_1 22, clkbuf_16 9, nand2_1 322, o211ai_1 9, ha_1 195
nor4_1 9, nor2b_1 22, clkdlybuf4s50_1 104, nor2_1 295, and3_1 18, or2_2 14
a31oi_1 20, and2_1 33, inv_1 550, a211oi_1 5, a21o_1 50, a32oi_1 5
dfrtp_1 96
[cells by family after synthesis]
| logic type | share of synthesized area |
|---|---|
| compound gates | 0.132 |
| mux | 0.0131 |
| simple gates | 0.156 |
| flops | 0.104 |
| buf+inv | 0.110 |
| fa+ha+maj | 0.436 |
| xor+xnor | 0.0484 |
[area by class of cell]
| cell class | count | area [sq um] | share of cell area |
|---|---|---|---|
| multi-input combinational | 2041 | 18300 | 0.722 |
| sequential | 97 | 2430 | 0.0958 |
| inverter | 552 | 2070 | 0.0818 |
| timing repair buffer | 138 | 1300 | 0.0511 |
| tap | 765 | 957 | 0.0378 |
| clock buffer | 11 | 233 | 0.00918 |
| clock inverter | 4 | 53.8 | 0.00212 |
[critical path, delay by kind of cell]
kind	cells	cell delay, ps
compound gates	17	2880
xor+xnor	3	660
fa+ha+maj	9	4210
buf+inv	8	850
simple gates	2	650
Power figures rest on the tool's default switching activity, not on a simulated workload.
